$ cat flow/design.v
`timescale 1ns / 1ps
module memory(CLK, DIN, DOUT, EN, WR, ADDR);
	input CLK;
	input [31:0] DIN;
	output [31:0] DOUT;
	input EN;
	input WR;
	input [8:0] ADDR;
	reg [31:0] mem[0:511];
	reg [31:0] dout_reg;
	assign DOUT = dout_reg;
	reg en_old;
always @(posedge CLK)
begin
	if (EN != en_old)
	begin
		en_old <= EN;
		if (WR == 1'b1)
		begin
			mem[ADDR] <= DIN;
		end
		dout_reg <= mem[ADDR];
	end
end
endmodule
$ cat flow/run.sh
#!/bin/bash
# OpenROAD 26Q1-2900-gdf79404cd8, Yosys 0.63+post, stock flow scripts
make -C /OpenROAD-flow-scripts/flow DESIGN_CONFIG=/design/flow/config.mk WORK_HOME=/design/flow/orfs finish
$ cat flow/config.mk
export PLATFORM = sky130hd
export DESIGN_NAME = memory
export DESIGN_NICKNAME = memory
export VERILOG_FILES = /design/flow/design.v
export SDC_FILE = /design/flow/constraint.sdc
export NUM_CORES = 4
export LEC_CHECK = 1
export CORE_UTILIZATION = 40
export SYNTH_MEMORY_MAX_BITS = 65536
$ cat flow/constraint.sdc
current_design memory

set clk_period 159.0
set clk_io_pct 0.2

create_clock -name clk0 -period $clk_period [get_ports {CLK}]

set non_clock_inputs [all_inputs -no_clocks]
set_input_delay [expr $clk_period * $clk_io_pct] -clock clk0 $non_clock_inputs
set_output_delay [expr $clk_period * $clk_io_pct] -clock clk0 [all_outputs]
==> flow_metrics.py <==
# Metrics from the implementation run
metrics = {
    "final_timing": {
        "fmax_mhz": 24.4,
        "setup_slack_ns": 118.08,
        "finalCriticalPeriod_ns": 40.92,
        "hold_viol_final": 0,
        "finalSetupViolCount": 0,
        "whs_ns": 1.02,
        "worst_pin_slew_ns": 2.12,
        "tns_ns": 0,
        "fin_worst_skew_ns": 0.236,
        "slew_headroom_pct": -41.6,
        "maxSlewViolCount": 82,
        "rsz0062_at_grt": "no",
        "period_used_pct": 25.7,
    },
    "critical_path": {
        "worstPathCellList": "buf_16 -> buf_4 -> buf_4 -> buf_4 -> buf_4 -> buf_4 -> buf_4 -> buf_4 -> buf_4 -> buf_4 -> buf_4 -> mux4_2 -> a22oi_1 -> o21ai_0 -> o21ai_0 -> buf_4 -> o2111ai_2 -> buf_4 -> or4_1",
        "cp_max_fo": 65,
        "cpMaxStageDelayCell": "o21ai_0",
        "crit_path_max_incr_delay_ns": 0.93,
        "crit_path_end_kind": "flip-flop",
        "crit_type": "primary input to flip-flop",
        "crit_top_cell": "buf_4",
        "setup.worst_path.start_class": "primary input",
        "arrival_ns": 41.97,
        "crit_required_ns": 160.05,
    },
    "clocking": {
        "h-tree-depth": 7,
        "cts_made_buffers": 1696,
        "clock-sinks": 16400,
        "cts_tree": "yes",
        "cts-root-buf": "clkbuf_16",
        "clk_latency_ns": 1.47,
        "clock_path_buffers": 6,
        "path_clk_slew_ns": 0.06,
        "ctsHoldBuffers": 0,
        "post_cts_resized": 0,
        "postCtsSetupBuffers": 0,
    },
    "synthesis": {
        "yosysCellCount": 28100,
        "ys_ff": 16400,
        "area_leaders": "edfxtp_1 (79%), mux4_2 (12%), mux2i_1 (2.7%), a22oi_1 (1.1%), clkbuf_1 (0.45%)",
        "avgSynthCellArea_um2": 22.2,
        "top_area_cell": "edfxtp_1",
        "top_cell": "edfxtp_1",
        "ys_area_um2": 626000,
        "syn_area_um2": 626000,
        "synthFlopType": "edfxtp_1",
        "edf_count": 16400,
        "netlist_instances": 28100,
        "top_area_share_pct": 78.8,
        "yosys.stat.seqShare_pct": 78.8,
        "top_cells_by_count": "edfxtp_1 (16400), mux4_2 (3405), mux2i_1 (1702)",
        "synthArstFlopShare_pct": 0,
        "yosysWarnings": 1,
        "synth.distinct_cells": 73,
    },
    "drt": {
        "post-route-drc-count": 0,
        "route.final.wire_length_mm": 2080,
        "drtIter0Drc": 24300,
        "viasPerCell": 5.88,
        "drtAntennaViolNets": 1,
        "avgRoutedWirePerCell_um": 39.0,
        "vias": 313000,
        "first_pass_iters": 7,
    },
    "floorplanning": {
        "fp_util_pct": 40.1,
        "fp.dieH_mm": 1.25,
        "rows": 459,
        "dieArea_um2": 1570000,
        "core_um2": 1560000,
        "num_io_pins": 76,
        "die_w_mm": 1.25,
    },
    "placement": {
        "place_congestion": 0.994,
        "portBuffers": 75,
        "dpl_cell_area_um2": 666000,
        "place_ws_ns": 116.85,
        "dp_hpwl_mm": 1300,
    },
    "run_status": {
        "outcome": "complete, but fails checks",
        "violations": "antenna rules, capacitance limit, slew limit",
    },
    "finish": {
        "largest_reg_flops": 16400,
        "drive_above_1_share_pct": 27.7,
        "syn2layout_area_growth_pct": 15.0,
        "logic_area_um2": 130000,
        "design_area_um2": 720000,
        "regArea_um2": 493000,
        "fill_cells": 125000,
    },
    "global_route": {
        "antenna_found_initial": 234,
        "grt_max_degree": 118,
        "grt_pass1_vias": 338000,
        "overflow": 0,
        "grt_util_all_layers_pct": 29.1,
        "grt_pass1_wl_mm": 2800,
    },
    "run": {
        "tool_warnings": 56,
        "max_cap_violations": 4,
    },
    "hold_path": {
        "holdCritPathClass": "flip-flop to flip-flop",
    },
    "pwr": {
        "power_leakage_uw": 0.225,
        "power_density_nw_per_um2": 12.5,
        "max-vdd-ir-drop_v": 0.0000115,
    },
}
power breakdown:
| part | internal, µW | switching, µW | leakage (µW) | total (µW) |
|---|---|---|---|---|
| registers | 4770 | 8.48 | 0.147 | 4770 |
| clock network | 2150 | 1620 | 0.0253 | 3760 |
| logic | 136 | 310 | 0.0518 | 447 |
| total | 7050 | 1930 | 0.225 | 8980 |
layer usage:
metal  global-route usage, %  vias up  part of all wire (%)
met5                    10.1        -                  0.84
met4                    13.8      324                   6.2
met3                    30.3     4283                    24
met2                    38.5    26200                    43
met1                    27.5   157000                    26
li1                        -   125000                     -
worst max-delay path: cells and delay by family:
family                 cells  cell delay [ns]
buffers and inverters     13             6.99
AND-OR/OR-AND              4             1.66
multiplexers               1             0.60
AND/OR/NAND/NOR            1             0.52
cell usage in the layout, fill, tap and decap left out, types with 36 or more instances in the layout:
cell and count:
a211o_1 64, a211oi_1 114, a21oi_1 433, a221oi_1 62, a22o_1 107, a22oi_1 895, a31oi_1 68, a41oi_1 36
buf_4 2030, buf_8 39, bufinv_16 115, clkbuf_1 373, clkbuf_16 1715, clkdlybuf4s50_1 36, clkinv_1 420, clkinv_2 278
diode_2 839, edfxtp_1 16400, mux2_2 202, mux2i_1 1688, mux4_2 3405, nand2_1 437, nand2_2 40, nand3_1 267
nand4_1 122, nor2_1 100, nor2_4 526, nor4_2 36, o211ai_1 45, o21ai_0 412, o22ai_1 402, or4_1 36
metrics by stage:
stage          instances  total power (µW)  util (%)
2_1_floorplan      28100              5050         -
3_3_place_gp       49400              5300      42.6
3_5_place_dp       49400              5300      42.7
4_1_cts            52400              9010      46.0
5_1_grt            53000              9200      46.1
6_report           53200              8980      46.1
path summary, 6_finish.rpt:
| path | from | depth (start not counted) | end | slack [ns] |
|---|---|---|---|---|
| setup reg to reg | en_old$_DFFE_PN_ | 10 | mem[487][21]$_DFFE_PP_ | 153.02 |
| hold / removal | mem[196][31]$_DFFE_PP_ | 5 | dout_reg[31]$_DFFE_PN_ | 1.02 |
| hold reg to reg | mem[196][31]$_DFFE_PP_ | 5 | dout_reg[31]$_DFFE_PN_ | 1.02 |
| setup / recovery | ADDR[0] | 19 | dout_reg[24]$_DFFE_PN_ | 118.08 |
layout make-up:
class                           instances  area share [%]
Tap cell                            20700            3.61
Clock inverter                        890            1.01
Multi-Input combinational cell      10100            18.0
Clock buffer                         2088            6.16
Antenna cell                          839           0.292
Inverter                                6         0.00522
Timing Repair Buffer                 2170            2.40
Sequential cell                     16400            68.5
cell families after synthesis:
kind of cell / Yosys count / synth area share [%]
muxes: 5311 / 15.3
DFF: 16400 / 78.8
AOI/OAI and AO/OA: 2926 / 3.16
and+or+nand+nor: 1838 / 1.36
xor gates and xnor gates: 1 / 0.00140
buffers and inverters: 1644 / 1.34
Power figures rest on the tool's default switching activity, not on a simulated workload.
