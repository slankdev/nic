--- config.mk ---
export PLATFORM = sky130hd
export DESIGN_NAME = tx
export DESIGN_NICKNAME = tx
export VERILOG_FILES = /design/flow/design.v
export SDC_FILE = /design/flow/constraint.sdc
export NUM_CORES = 4
export LEC_CHECK = 1
export CORE_AREA = 10 10 104 104
export DIE_AREA = 0 0 114 114
--- constraint.sdc ---
current_design tx

set clk_period 3.3
set clk_io_pct 0.2

create_clock -name clk0 -period $clk_period [get_ports {clk}]

set non_clock_inputs [all_inputs -no_clocks]
set_input_delay [expr $clk_period * $clk_io_pct] -clock clk0 $non_clock_inputs
set_output_delay [expr $clk_period * $clk_io_pct] -clock clk0 [all_outputs]
--- design.v ---
`timescale 1ns / 1ps
module tx(clk, txd, tch, cs, busy, reset);
	input clk;
	output txd;
	input [7:0] tch;
	input cs;
	output busy;
	input reset;
	parameter CLOCK = 50000000;
	parameter RATE = 9600;
	reg txd_out;
	assign txd = txd_out;
	reg busy_out;
	assign busy = busy_out;
	reg [15:0] clock_count;
	reg serclk;
	reg [9:0] buffer;
	reg [3:0] sendcnt;
always @(posedge clk)
begin
	if (clock_count < (CLOCK / RATE))
	begin
		serclk <= 1'b0;
		clock_count <= clock_count + 1;
	end
	else
	begin
		serclk <= 1'b1;
		clock_count <= 0;
	end
end
always @(posedge serclk)
begin
	if (reset)
	begin
		txd_out  <= 1'b1;
		busy_out <= 1'b0;
	end
	else if (busy_out == 1'b0)
	begin
		if (cs)
		begin
			buffer[0]   <= 1'b0;
			buffer[8:1] <= tch[7:0];
			buffer[9]   <= 1'b1;
			sendcnt     <= 0;
			busy_out    <= 1'b1;
		end
	end
	else
	begin
		if (sendcnt == 4'b1111)
		begin
			busy_out <= 1'b0;
		end
		else
		begin
			sendcnt <= sendcnt + 1;
		end
		txd_out     <= buffer[0];
		buffer[8:0] <= buffer[9:1];
		buffer[9]   <= 1'b1;
	end
end
endmodule
--- run.sh ---
#!/bin/bash
# OpenROAD 26Q1-2900-gdf79404cd8, Yosys 0.63+post, stock flow scripts
make -C /OpenROAD-flow-scripts/flow DESIGN_CONFIG=/design/flow/config.mk WORK_HOME=/design/flow/orfs finish
==> qor.txt <==
status -> finished clean
CTS tree -> yes
delay-heaviest family, CP -> AND-OR/OR-AND gates
post_cts resized -> 0
DR iter-0 viols -> 109
initial antenna violation count -> 0
crit path kind -> flip-flop to flip-flop
Antenna diodes -> 0
syn_area_per_cell -> 12.12 um^2
maxcap violations -> 0
CP max-delay cell -> o21ai_2
layout cell share with drive strength beyond 1 -> 13.82%
FP Rows -> 34
DR pass1 iterations -> 4
drt drc -> 0
Worst Path Buf+Inv -> 0
Fin Setup TNS -> 0 ps
first-pass GRT wire length -> 3160 um
Max Root-Sink Buffers -> 2
Power Density -> 254.3 nW/um^2
RSZ-0062 raised after global routing -> false
worst relative slew slack -> 44.34%
commonest non-fill, non-tap cell in the layout -> dfxtp_1
distinct lib cells -> 30
number of global-route vias before repair -> 707
Seq/Total Area, Yosys -> 58.89%
endpoints left unconstrained -> 30
Fmax -> 653.0 MHz
final slew viol count -> 0
warnings from Yosys -> 1
HP Class -> flip-flop to flip-flop
final wirelength -> 1894 um
Core Box Area -> 8678 um^2
Post-CTS Setup Inserts -> 0
ys cells -> 108
synthesized area -> 1309 um^2
final hold viol count -> 0
crit-path cells -> or4_4 > a21oi_2 > o21ai_2 > nor2_1
Final ANT Viol Nets -> 0
GR Overflow Total -> 0
Layout area overhead -> 22.08%
IO Pins -> 13
Port-buffer cells -> 12
Worst VDD drop -> 142.2 uV
Clock Skews -> 2.074 ps
hold buffers post-CTS -> 0
register pins left without a clock -> 15
Die Height -> 114 um
OpenROAD warnings -> 25
WP data arrival -> 1640 ps
hpwl dp -> 1366 um
clock root cell -> clkbuf_8
Initial Utilization -> 15.08%
Synth flops -> 32
clock slew at reported path FFs -> 60 ps
Late-Pin Clk Latency -> 240 ps
CP Max Fanout -> 14
chip width -> 114 um
Pwr Total -> 406.3 uW
Top cells excl fill/tap -> dfxtp_1 (19), edfxtp_1 (13), clkdlybuf4s50_1 (12)
Pleak -> 0.5086 nW
CTS HTree Levels -> 1
post-synth top area share -> 29.83%
DR vias/cell -> 3.368
endpoint type of the worst setup path -> flip-flop
CP Launch Type -> flip-flop
synthesized instance count -> 108
Vias -> 778
Critical Path Max Stage Delay -> 650 ps
Worst EP required -> 3400 ps
WHS -> 454.2 ps
slew at the pin closest to its max-slew limit -> 831.8 ps
final setup violation count -> 0
Die Size -> 13000 um^2
chip area estimate from yosys synthesis -> 1309 um^2
WL per Instance -> 8.199 um
Yosys top cell by area -> edfxtp_1
Tmin final -> 1531 ps
largest net degree at the start of global routing -> 19
Top cells by area -> edfxtp_1 (30%), dfxtp_1 (29%), mux2_1 (6.0%)
Placer Congestion -> 0.7267
clock buffer count from CTS -> 3
Tcrit/Tclk final -> 46.41%
GRT Total Usage -> 2.849%
## routing by layer
metal  vias to the layer above  global-route usage [%]  share of wire (%)
li1                        394                       -                  -
met1                       367                   4.123                 49
met2                        17                   4.100                 42
met3                         0                   1.170                9.2
met4                         0                  0.1671                  0
met5                         -                       0                  0
## cell type report
| cell class | count | area (um^2) |
|---|---|---|
| tap | 108 | 135.1 |
| clock buffer | 4 | 45.04 |
| sequential | 32 | 770.7 |
| inverter | 1 | 3.754 |
| timing repair buffer | 12 | 120.1 |
| multi-input combinational | 74 | 523.0 |
| fill | 968 | 7081 |
## stage by stage
step / cells / instance area, um^2 / util [%] / setup slack, ps
global placement: 227 / 1553 / 17.89 / 1774
floorplan: 110 / 1316 / - / 1936
detailed placement: 227 / 1553 / 17.89 / 1760
finish: 231 / 1598 / 18.41 / 1769
CTS: 231 / 1598 / 18.41 / 1745
global route: 231 / 1598 / 18.41 / 1603
## kinds of logic (layout without fill, tap and decap cells)
logic type	after synthesis	in the layout	share of synthesized area [%]
compound gates	6	6	3.442
other cells	1	3	0.2865
mux	7	7	6.023
fa+ha+maj	2	2	1.912
simple gates	44	44	19.70
buf+inv	4	17	1.721
flops	32	32	58.89
xor+xnor	12	12	8.031
## cells in the mapped netlist, drive strengths merged
cell type / n
clkbuf: 2
xor2: 3
o21ai: 2
nor3: 4
conb: 1
edfxtp: 13
inv: 1
or2: 1
xnor2: 9
nand4: 3
a21oi: 1
a21o: 1
buf: 1
a31oi: 1
a211o: 1
nand2: 3
nor2: 18
ha: 2
and2: 6
nor2b: 2
mux2: 7
dfxtp: 19
nand3: 4
or4: 1
and3: 2
## state kept, by name (all words and copies together) (netlist names)
| register | cells |
|---|---|
| sendcnt | 4 |
| busy_out | 1 |
| serclk | 1 |
| txd_out | 1 |
| buffer | 9 |
| clock_count | 16 |
## power by group
| part | leakage, nW | switching (mW) | internal (mW) |
|---|---|---|---|
| Clock | 0.0228 | 0.0629 | 0.0854 |
| Combinational | 0.204 | 0.0112 | 0.0171 |
| Sequential | 0.282 | 0.00582 | 0.224 |
## worst paths after layout
check,from,endpoint,slack [ps],cells after the start
min reg2reg,clock_count[0],clock_count[0],450,1
min,clock_count[0],clock_count[0],450,1
max reg2reg,clock_count[8],clock_count[3],1770,4
max,clock_count[8],clock_count[3],1770,4
Power and IR drop assume default switching activity.
